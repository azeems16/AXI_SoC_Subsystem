--- flow/constraint.sdc ---
current_design dma_data_fifo

set clk_period 6.1
set clk_io_pct 0.2

create_clock -name clk0 -period $clk_period [get_ports {clk}]

set non_clock_inputs [all_inputs -no_clocks]
set_input_delay [expr $clk_period * $clk_io_pct] -clock clk0 $non_clock_inputs
set_output_delay [expr $clk_period * $clk_io_pct] -clock clk0 [all_outputs]
--- flow/run.sh ---
#!/bin/bash
# OpenROAD 26Q1-2900-gdf79404cd8, Yosys 0.63+post, stock flow scripts
make -C /OpenROAD-flow-scripts/flow DESIGN_CONFIG=/design/flow/config.mk WORK_HOME=/design/flow/orfs finish
--- flow/design.v ---
package dma_regfile;
localparam logic [31:0] SRC_ADDR  = 32'h00;   
localparam logic [31:0] DST_ADDR  = 32'h04;   
localparam logic [31:0] LENGTH    = 32'h08;   
localparam logic [31:0] CONTROL   = 32'h0C;   
localparam logic [31:0] STATUS    = 32'h10;   
localparam logic [1:0 ] BURST     = 32'h14;   
localparam int CTRL_START_BIT      = 0;  
localparam int CTRL_IRQ_EN_BIT     = 1;  
localparam int STATUS_DONE_BIT     = 0;  
localparam int STATUS_ERR_BIT      = 1;  
endpackage
package soc_timer_reg_pkg;
    localparam logic [31:0] LOAD_REG_OFFSET        = 32'h00;   
    localparam logic [31:0] CONTROL_REG_OFFSET     = 32'h04;   
    localparam logic [31:0] COUNTER_REG_OFFSET     = 32'h08;   
    localparam logic [31:0] INT_STATUS_REG_OFFSET  = 32'h0C;   
    localparam logic [31:0] INT_CLEAR_REG_OFFSET   = 32'h10;   
    localparam int CTRL_ENABLE_BIT        = 0;  
    localparam int CTRL_AUTO_RELOAD_BIT   = 1;  
    localparam int CTRL_IRQ_MASK_BIT      = 2;  
    localparam int IRQ_FLAG_BIT           = 0;  
endpackage
module dma_data_fifo #(
    parameter DATA_WIDTH = 32,
    parameter DEPTH      = 16   
)(
    input  wire                  clk,
    input  wire                  rst_n,
    input  wire                  wr_en,
    input  wire [DATA_WIDTH-1:0] wr_data,
    output wire                  full,
    input  wire                  rd_en,
    output wire [DATA_WIDTH-1:0] rd_data,
    output wire                  empty
);
localparam PTR_WIDTH = $clog2(DEPTH) + 1;  
logic [DATA_WIDTH-1:0] memory [DEPTH-1:0];
logic [PTR_WIDTH -1:0] wr_ptr, rd_ptr;
logic [DATA_WIDTH-1:0] rd_data_reg;
integer i;
always_ff @ (posedge clk or negedge rst_n) begin
    if (!rst_n) begin
        wr_ptr <= 0;
    end
    else begin
        if (wr_en) begin
            if (!full) begin
                memory[wr_ptr[PTR_WIDTH-2:0]] <= wr_data;
                wr_ptr<= wr_ptr + 1;
            end
        end
    end
end
always_ff @ (posedge clk or negedge rst_n) begin
    if (!rst_n) begin
        rd_ptr <= 0;
    end
    else begin
        if (rd_en) begin
            if (!empty) begin
                rd_data_reg <= memory[rd_ptr[PTR_WIDTH-2:0]];
                rd_ptr <= rd_ptr + 1;
            end
        end
    end
end
assign rd_data = rd_data_reg;
assign full  = (wr_ptr[PTR_WIDTH-1] != rd_ptr[PTR_WIDTH-1]) && (wr_ptr[PTR_WIDTH-2:0] == rd_ptr[PTR_WIDTH-2:0]);
assign empty = (wr_ptr == rd_ptr);
endmodule
--- flow/config.mk ---
export PLATFORM = sky130hd
export DESIGN_NAME = dma_data_fifo
export DESIGN_NICKNAME = dma_data_fifo
export VERILOG_FILES = /design/flow/design.v
export SDC_FILE = /design/flow/constraint.sdc
export NUM_CORES = 4
export LEC_CHECK = 1
export CORE_UTILIZATION = 30
==> notes.md <==
Status of the implementation.

- The number of flip-flops in the largest register is 512, for reference.
- The setup TNS is 0 ps, for reference.
- Once iteration 0 of detailed routing completed, the report listed 867 DRC markers.
- The critical path is of the reg2out type.
- The number of global-route vias before repair is 12511.
- Dividing the detail-routed via count by the number of cells gives 5.124.
- The TritonCTS buffer count is 55, for reference.
- In this run the deepest clock path goes through 3 buffers.
- The peak clock frequency supported by timing is 264.3 MHz, for reference.
- Counting flops with a built-in enable in the synthesized netlist gives 544.
- Buffers placed on the I/O ports in this run total 69.
- The cell sequence reported for the critical path is xor2_1, nor4_4, nand2b_1, inv_1, clkdlybuf4s50_1.
- For reference, the post-synthesis area per instance comes to 16.87 µm².
- Counting every sink on the clock net gives 554.
- The nature of the critical path startpoint is a register, for reference.
- The worst pin sits at a relative slew slack of 42.37%.
- 70 I/O pins were placed.
- The yosys stat chip area is 21390 µm², for reference.
- The total non-filler cell area in the finished layout is 24850 µm², for reference.
- The count of unresolved DRC violations after routing is 0, for reference.
- The maximum number of pins on one net before global-route repair is 58, for reference.
- The synthesis report lists the Yosys warning total as 2.
- The leakage dissipation is 7.685 nW, for reference.
- The post-route netlist has 11.34% of its cells at a drive strength greater than 1.
- The required time at the endpoint of the critical path is 4880 ps, for reference.
- The count of instantiated cells in the yosys netlist is 1268, for reference.
- The worst path uses 62.02% of the clock period.
- The height of the die is 269.0 µm, for reference.
- The post-placement worst setup slack is 2494 ps, for reference.
- The die covers 72370 µm².
- The final RePlAce weighted congestion is 0.8467, for reference.
- The tool warning count for the run is 31.
- The slowest cell on the critical path is dfrtp_4, for reference.
- Compared with the post-synthesis result, the final layout area differs by 16.19%.
- The post-synthesis async set-or-reset flop share is 1.805%, for reference.
- The total power density per cell area is 463.4 nW/µm², for reference.
- After layout, the setup clock skew is reported as 13.45 ps.
- The clock slew seen by the registers of the worst setup and hold paths is 60 ps, for reference.
- The synthesis run identifies the leading combinational cell family as AND-OR/OR-AND gates.
- Sequential elements use 77.54% of the synthesized area.
- Counting endpoints that fail hold in the final report gives 0.
- The hold-fix buffer count after cts is 0, for reference.
- Setup repair after global routing left no endpoint under its margin.
- The total of fill cells in the finished design is 6416, for reference.
- The clock root buffer master is clkbuf_16, for reference.
- The final setup slack of the worst path is 2317 ps, for reference.
- Measured along the x axis, the die boundary spans 269.0 µm.
- The count of pins over their slew limit is 0, for reference.
- The delay of the slowest cell on the worst path is 800 ps, for reference.
- The first global-routing pass estimated 80.32 mm of wire.
- Once the floorplan was initialized, standard cells occupied 30.44% of the core.
- Once the clock tree was built, the setup fixing pass inserted 0 buffers.
- The total overflow reported by the global router is 0, for reference.
- The global-route total usage across every layer is 16.15%, for reference.
- For reference, full adder, half adder and majority cells occupy 0.4679% of the area reported after synthesis.
- The H-tree level count is 2, for reference.
- The final antenna-violating net count is 0, for reference.
- The cell total after placement is 2225, for reference.
- The OpenROAD report gives the critical path a data arrival time of 2560 ps.
- For the pin with the worst max-slew slack, the measured transition is 861.6 ps.
- The mux contribution to synthesized area is 2.369%, for reference.
- Per the OpenROAD floorplan log, the area of the core is 70270 µm².
- The first detailed-routing pass took 5 iterations.
- STA lists the maximum fanout along the critical path as 40.
- The number of maximum-capacitance violations recorded for the run is 0.
- The worst-case IR drop observed on VDD is 0.2717 mV.
- The later pin in the worst-skew pair is clocked with a latency of 600 ps.
- The run finished with clean final reports.
- The worst min-delay path class is reg2reg, for reference.
- The post-synthesis share of cell area spent on xor and xnor gates is 0.5674%, for reference.
- Summing over every cut layer, the via total after detailed routing is 11908.
- The number of diodes added for antenna fixing is 0, for reference.
- The overall power is 0.01152 W, for reference.
- STA reports a reg2reg setup slack of 2690 ps.
- The average routed wire per standard cell is 23.36 µm, for reference.
- The post-cts sizing count is 0, for reference.
- The final critical-path required period is 3783 ps, for reference.
- Summing the areas of all compound-gate instances in the mapped netlist gives 11.77% of the synthesized area.
- The register bit total from synthesis is 554, for reference.
- The total setup violations reported at the end of the flow is 0, for reference.
- Summed over all layers, the routed wires come to 54.30 mm.
- The finished layout holds 2324 standard cells, fillers aside.
- TritonCTS built the clock tree.
- The half-perimeter wire length of the detailed placement result is 30.06 mm, for reference.
- The endpoint kind of the worst setup timing path is a primary output, for reference.
- Synthesis produced 1268 cells.
- The netlist uses 67 different library cells.
- Per the synthesis report, the simple-gate share of the synthesized area is 4.486%.
- The cell area after synthesis is 21390 µm², for reference.
- The number of core rows is 97, for reference.
- The number of antenna violations at the first check in global routing is 0, for reference.
- Post-synth the commonest register cell is edfxtp_1.
- The kind of cell adding the most delay to the critical path is flip-flops, for reference.
- The buffer and inverter count on the worst path is 2, for reference.
- The placed instances occupy a cell area of 23120 µm².
[cell type report]
cell class | count | area [µm²] | share of cell area [%]
repair buffers | 108 | 983.4 | 3.957
multi-input cells | 614 | 4338 | 17.45
clock inverters | 30 | 256.5 | 1.032
well taps | 940 | 1176 | 4.732
clock buffers | 69 | 1471 | 5.921
inverters | 9 | 33.78 | 0.1359
flip-flops and latches | 554 | 16590 | 66.77
[metal layers]
layer	wire, µm	global-route usage [%]	share of wire [%]
met1	19160	19.38	35
met2	25810	24.84	48
met3	7889	10.38	15
met4	1323	3.424	2.4
met5	117	1.486	0.22
[layout by cell type, fill, tap and decap left out, drive strengths merged, types with 11 or more instances in the layout]
cell	synthesis	final
o21ai	33	33
mux2	17	17
nor3	13	13
a31oi	29	29
nand3	22	22
a22oi	64	64
a222oi	15	15
a22o	31	31
nand2	87	87
mux2i	27	27
edfxtp	544	544
a21oi	61	61
inv	9	11
a211oi	13	13
clkinv	0	22
clkdlybuf4s50	0	69
a221oi	40	40
nor2	46	46
clkbuf	8	69
buf	83	39
[cells in the mapped netlist (9+ instances only)]
library cell / n / area, µm²
o21ai_0: 25 / 125.1
nor3_1: 12 / 60.06
buf_6: 16 / 180.2
a22oi_1: 64 / 480.5
a222oi_1: 15 / 150.1
nor2_1: 44 / 165.2
nand3_1: 22 / 110.1
buf_2: 58 / 290.3
inv_1: 9 / 33.78
o22ai_1: 10 / 62.56
a32oi_1: 9 / 78.83
a221oi_1: 36 / 315.3
a22o_1: 31 / 271.5
edfxtp_1: 544 / 16340
a31oi_1: 29 / 181.4
dfrtp_1: 10 / 250.2
mux2_1: 10 / 112.6
nand2_1: 87 / 326.6
a211oi_1: 13 / 97.59
a21oi_1: 61 / 305.3
mux2i_1: 27 / 270.3
[power breakdown]
part	internal, W	switching, W	leakage, nW	total (W)
clock network	0.00187	0.00137	0.834	0.00324
registers	0.00458	0.000219	5.03	0.00480
logic	0.00122	0.00226	1.82	0.00348
[final timing paths]
path	startpoint	to	depth (start not counted)
hold / removal	rd_ptr[4]	rd_ptr[4]	1
setup reg to reg	rd_ptr[1]	rd_data_reg[16]	8
hold reg to reg	rd_ptr[4]	rd_ptr[4]	1
max in group asynchronous	rst_n	rd_ptr[2]	1
setup / recovery	rd_ptr[2]	empty	5
min in group asynchronous	rst_n	rd_ptr[4]	1
[metrics by stage]
step / hold slack [ps] / utilization [%]
floorplan: 464.5 / -
global placement: 478.8 / 32.91
detailed placement: 485.8 / 32.91
CTS: 493.7 / 35.37
global route: 515.7 / 35.37
finish: 491.5 / 35.37
[cell families (layout without fill, tap and decap cells)]
| group | count (synthesis) | after routing |
|---|---|---|
| fa+ha+maj | 8 | 8 |
| xor+xnor | 13 | 13 |
| buf+inv | 100 | 216 |
| compound gates | 344 | 344 |
| flops | 554 | 554 |
| simple gates | 203 | 203 |
| mux | 46 | 46 |
Power figures rest on the tool's default switching activity, not on a simulated workload.
