==> design.v <==
package dma_regfile;
localparam logic [31:0] SRC_ADDR  = 32'h00;   
localparam logic [31:0] DST_ADDR  = 32'h04;   
localparam logic [31:0] LENGTH    = 32'h08;   
localparam logic [31:0] CONTROL   = 32'h0C;   
localparam logic [31:0] STATUS    = 32'h10;   
localparam logic [1:0 ] BURST     = 32'h14;   
localparam int CTRL_START_BIT      = 0;  
localparam int CTRL_IRQ_EN_BIT     = 1;  
localparam int STATUS_DONE_BIT     = 0;  
localparam int STATUS_ERR_BIT      = 1;  
endpackage
package soc_timer_reg_pkg;
    localparam logic [31:0] LOAD_REG_OFFSET        = 32'h00;   
    localparam logic [31:0] CONTROL_REG_OFFSET     = 32'h04;   
    localparam logic [31:0] COUNTER_REG_OFFSET     = 32'h08;   
    localparam logic [31:0] INT_STATUS_REG_OFFSET  = 32'h0C;   
    localparam logic [31:0] INT_CLEAR_REG_OFFSET   = 32'h10;   
    localparam int CTRL_ENABLE_BIT        = 0;  
    localparam int CTRL_AUTO_RELOAD_BIT   = 1;  
    localparam int CTRL_IRQ_MASK_BIT      = 2;  
    localparam int IRQ_FLAG_BIT           = 0;  
endpackage
module i2c_slave #(
  parameter DATA_WIDTH    = 8,
  parameter [6:0] MY_ADDR = 7'h25
) (
  input  logic        scl,
  inout  logic        sda,
  input  logic        rd_clk,
  input  logic        rd_rst_n,
  input  logic [7:0]  rd_data,
  input  logic        rd_empty,
  output logic        rd_en
);
  logic sda_out, drive_sda;
  assign sda = (drive_sda) ? sda_out : 1'bz;
  logic scl_sync, scl_meta, scl_prev, sda_sync, sda_meta, sda_prev;
  logic scl_falling, scl_rising, sda_falling, sda_rising;
  always_ff @(posedge rd_clk or negedge rd_rst_n) begin
    if (!rd_rst_n) begin
      scl_meta <= 1; scl_sync <= 1; scl_prev <= 1;
      sda_meta <= 1; sda_sync <= 1; sda_prev <= 1;
    end else begin
      scl_meta <= scl; scl_sync <= scl_meta; scl_prev <= scl_sync;
      sda_meta <= sda; sda_sync <= sda_meta; sda_prev <= sda_sync;
    end
  end
  assign sda_falling =  sda_prev & ~sda_sync;
  assign sda_rising  = ~sda_prev &  sda_sync;
  assign scl_rising  = ~scl_prev &  scl_sync;
  assign scl_falling =  scl_prev & ~scl_sync;
  typedef enum logic [2:0] {
    IDLE, ADDR, LOAD_BYTE, DATA, STOP
  } i2c_state;
  i2c_state state, next_state;
  logic [6:0] addr_reg;
  logic [3:0] addr_bit_count, data_bit_count;
  logic rw_bit, nack_bit, fifo_loaded;
  logic [7:0] tx_byte;
  logic load_done;
  logic [1:0] load_waiting;
  always_ff @(posedge rd_clk or negedge rd_rst_n) begin
    if (!rd_rst_n) begin
      state <= IDLE;
    end else begin
      state <= next_state;
    end
  end
  always_comb begin
    next_state = state;
    case (state)
      IDLE: if (scl_sync && sda_falling) next_state = ADDR;
      ADDR:
        if (scl_falling && addr_bit_count == 9) begin
          if (addr_reg == MY_ADDR && rw_bit == 1)
            next_state = LOAD_BYTE;
          else
            next_state = IDLE;
        end
      LOAD_BYTE: if (load_done) next_state = DATA;
      DATA: if (nack_bit && data_bit_count == 0) next_state = STOP;
      STOP: if (scl_sync && sda_rising) next_state = IDLE;
    endcase
  end
  always_ff @(posedge rd_clk or negedge rd_rst_n) begin
    if (!rd_rst_n) begin
      rd_en              <= 0;
      drive_sda          <= 0;
      addr_bit_count     <= 0;
      data_bit_count     <= 0;
      fifo_loaded        <= 0;
      addr_reg           <= 0;
      tx_byte            <= 0;
      nack_bit           <= 0;
      load_done          <= 0;
      load_waiting       <= 0;
    end else begin
      case (state)
        IDLE: begin
          rd_en              <= 0;
          drive_sda          <= 0;
          addr_bit_count     <= 0;
          data_bit_count     <= 0;
          tx_byte            <= 0;
          fifo_loaded        <= 0;
          load_done          <= 0;
          load_waiting       <= 0;
        end
        ADDR: begin
          if (scl_rising) begin
            if (addr_bit_count < 7) begin
              addr_reg       <= {addr_reg[5:0], sda_sync};
              addr_bit_count <= addr_bit_count + 1;
            end else if (addr_bit_count == 7) begin
              rw_bit         <= sda_sync;
              addr_bit_count <= addr_bit_count + 1;
            end else if (addr_bit_count == 8) begin
              if (addr_reg == MY_ADDR) begin
                drive_sda <= 1;
                sda_out   <= 0;
              end
              addr_bit_count <= addr_bit_count + 1;
            end
          end
          if (scl_falling && addr_bit_count == 9)
            drive_sda <= 0;
        end
        LOAD_BYTE: begin
          rd_en <= 0;
          load_done <= 0;
          if (!fifo_loaded && !rd_empty && load_waiting == 0) begin
            rd_en <= 1;
            load_waiting <= 2;   
          end else if (load_waiting > 0) begin
            load_waiting <= load_waiting - 1;
            if (load_waiting == 1) begin
              tx_byte        <= rd_data;
              fifo_loaded    <= 1;
              load_done      <= 1;
              data_bit_count <= 1;
              drive_sda      <= 1;
              sda_out        <= rd_data[7];
            end
          end
        end
        DATA: begin
          rd_en <= 0;
          load_done <= 0;
          if (scl_rising && fifo_loaded) begin
            if (data_bit_count < 8) begin
              sda_out        <= tx_byte[7 - data_bit_count];
              data_bit_count <= data_bit_count + 1;
            end else if (data_bit_count == 8) begin
              drive_sda      <= 0;
              data_bit_count <= data_bit_count + 1;
            end else if (data_bit_count == 9) begin
              nack_bit       <= sda_sync;
              fifo_loaded    <= 0;
              data_bit_count <= 0;
            end
          end
        end
        STOP: begin
          tx_byte <= 0;
        end
      endcase
    end
  end
endmodule
==> run.sh <==
#!/bin/bash
# OpenROAD 26Q1-2900-gdf79404cd8, Yosys 0.63+post, stock flow scripts
make -C /OpenROAD-flow-scripts/flow DESIGN_CONFIG=/design/flow/config.mk WORK_HOME=/design/flow/orfs finish
==> config.mk <==
export PLATFORM = sky130hd
export DESIGN_NAME = i2c_slave
export DESIGN_NICKNAME = i2c_slave
export VERILOG_FILES = /design/flow/design.v
export SDC_FILE = /design/flow/constraint.sdc
export NUM_CORES = 4
export LEC_CHECK = 1
export CORE_UTILIZATION = 50
==> constraint.sdc <==
current_design i2c_slave

set clk_period 2.6
set clk_io_pct 0.2

create_clock -name clk0 -period $clk_period [get_ports {rd_clk}]

set non_clock_inputs [all_inputs -no_clocks]
set_input_delay [expr $clk_period * $clk_io_pct] -clock clk0 $non_clock_inputs
set_output_delay [expr $clk_period * $clk_io_pct] -clock clk0 [all_outputs]
==> run summary <==
final setup fails - 0
VDD IR max - 350 uV
FF-to-FF setup slack - 0.77 ns
Mapped Cells - 179
Post-CTS Resized - 0
CP Max Fanout - 5
I/O Pins - 14
vias post-DR - 1,439
gr usage total - 20.2%
HP Class - input port to async pin
Placement Cell Area - 2280 um^2
vias per cell - 5.85
Crit-path slowest cell - dfrtp_1
detailed placer's ending HPWL - 2.63 mm
Row Count - 23
WS Path Type - flip-flop to flip-flop
worst setup path start - load_waiting[0]
Post-CTS Hold Buffers - 0
pin count of the biggest net entering global routing - 28
clock tree buffer depth - 2
n_diodes - 0
post-synthesis cell area - 2120 um^2
Max Cap Viol - 0
top cells, area - dfrtp_1, dfstp_2, mux2_4
CP Capture Type - flip-flop
WP buf/inv - 1
Period minus WS final - 1.83 ns
final worst slack - 0.772 ns
antenna-violating nets left - 0
top_reg_cell synth - dfrtp_1
iteration-0 DRC count of the detailed router - 70
Final Instance Area - 2380 um^2
H-tree depth - 2
Slew Viols, Final - 0
library cells used by synthesis - 49
Sink Count - 42
placed cell count - 238
yosys stat area - 2120 um^2
vias in the first global route - 1,386
Floorplan Utilization - 52.6%
endpoints failing hold - 0
delay-heaviest family, CP - flip-flops
Tightest Pin Transition - 0.643 ns
leakage - 1.04 nW
Port Buf Inserts - 12
TNS Setup - 0 ns
post-route insts no fill - 246
setup repair bufs after CTS - 0
worst-path cell chain - inv_1, ha_1, nand2b_4, a221oi_4, nand3b_2, mux2_4
RSZ-0062 raised after global routing - false
GRT Residual Overflow - 0
#FFs+latches synth - 42
Hold Slack - 0.118 ns
Async S/R FF share, synth - 95.2%
worst slack, placed - 0.796 ns
Core Box Area - 4030 um^2
maximum clock rate - 0.547 GHz
pwr dens - 474 nW/um^2
syn_area_per_cell - 11.8 um^2
TritonCTS buffer count - 5
initial antenna violation count - 0
most common cell in the netlist - dfrtp_1
R2R Path End - fifo_loaded
first-pass GRT wire length - 6.46 mm
cell depth of the worst setup path - 6
r2r worst-path depth - 6
Tool Warnings - 33
Routed WL - 3.78 mm
yosys stat cell total - 179
warnings from Yosys - 2
slowest cell delay on critical path - 0.44 ns
share of cells above drive strength 1 - 20.4%
clock skew - 0.00770 ns
Root Buffer Master - clkbuf_8
Critical Path AT - 2.00 ns
Die Wd - 67.1 um
CTS clock-pin slew for the worst setup and hold paths - 0.08 ns
DRC Markers - 0
Required @ worst endpoint - 2.77 ns
Final period util - 70.3%
GP Congestion - 0.861
router iterations before antenna repair - 4
flip-flops with a built-in enable - 2
Clk Latency, worst-skew pair - 0.29 ns
Area Overhead vs Synth - 12.2%
Synth top area share - 38.9%
cell taking the most area after synthesis - dfrtp_1
Critical Path Sink - fifo_loaded
wire per inst - 15.4 um
Chip Area - 4510 um^2
CTS tree - yes
Largest register FFs - 8
Post-synth top cells - dfrtp_1, nand2_1, inv_1
Seq/Total Area, Yosys - 50.4%
critical path launch point type - flip-flop
r2r startpoint - load_waiting[0]
outcome - finished, final reports clean
Rel. slew slack - 57.2%
die height - 67.1 um
==> worst min path at each step <==
stage,endpoint,start,slack (ns),cells past startpoint
final,addr_reg[4],rd_rst_n,0.12,1
after global routing,addr_reg[4],rd_rst_n,0.13,1
after CTS,addr_reg[4],rd_rst_n,0.12,1
==> stage by stage <==
step | power, mW | utilization (%)
6_report | 1.13 | 59.0
5_1_grt | 1.18 | 59.0
4_1_cts | 1.15 | 59.0
3_5_place_dp | 0.713 | 56.7
3_3_place_gp | 0.712 | 56.7
2_1_floorplan | 0.680 | -
==> worst reg2reg max path: stages, from the launching register on <==
cell and delay, ns:
dfrtp_1 0.44, inv_1 0.07, ha_1 0.24, nand2b_4 0.19, a221oi_4 0.35, nand3b_2 0.13, mux2_4 0.30
==> per-layer routing <==
| metal | share of wire [%] | vias to the layer above | track usage, % |
|---|---|---|---|
| met5 | 0 | - | 0 |
| met4 | 0.63 | 0 | 3.19 |
| met3 | 5.4 | 2 | 5.56 |
| met2 | 44 | 46 | 28.4 |
| met1 | 50 | 707 | 33.7 |
| li1 | - | 684 | - |
==> area by class of cell <==
class                   count  area (um^2)
clock buffers               6         82.6
fillers                   328         1650
flip-flops and latches     42         1070
multi-input cells         118          968
repair buffers             14          130
inverters                  14         52.6
well taps                  50         62.6
clock inverters             2         12.5
==> cells in the final DEF, fill, tap and decap left out, types with 2 or more instances in the layout <==
master	Yosys	routed
ha_1	9	9
a21oi_1	8	8
mux2i_1	6	6
nand3b_2	2	2
nand2_1	18	18
nor3_1	7	7
nand3_1	3	3
clkdlybuf4s50_1	0	11
clkbuf_8	0	6
mux2_4	8	8
mux4_2	2	2
edfxtp_1	2	2
buf_4	0	2
o21ai_0	7	7
o21a_1	2	2
a22o_1	10	10
dfrtp_1	33	33
nor2_1	4	4
nand3b_1	2	2
o31ai_1	3	3
dfstp_2	7	7
a31o_2	2	2
inv_1	13	13
nand2b_1	2	2
==> logic make-up (layout without fill, tap and decap cells) <==
group           Yosys count  after routing  share of synthesized area, %
fa+ha+maj                 9              9                          5.31
mux                      17             17                          11.2
compound gates           42             42                          15.0
simple gates             50             50                          14.2
buf+inv                  19             36                          3.89
flops                    42             42                          50.4
==> report_power, final <==
| part | internal (mW) | switching [mW] | leakage (nW) |
|---|---|---|---|
| Combinational | 0.0176 | 0.0163 | 0.447 |
| Sequential | 0.662 | 0.00285 | 0.543 |
| Clock | 0.213 | 0.216 | 0.0472 |
Power figures rest on the tool's default switching activity, not on a simulated workload.
